`flow/design.v`:
```
 module encd(input [7:0] inp,output [2:0] otp);
  assign otp[0]=inp[1]|inp[3]|inp[5]|inp[7];
  assign otp[1]=inp[2]|inp[3]|inp[6]|inp[7];
  assign otp[2]=inp[4]|inp[5]|inp[6]|inp[7];
 endmodule
 module alu(input [3:0] ip1,input [3:0] ip2,output reg  [3:0] op,input[2:0] opcode);
   always @(opcode) begin
			case (opcode)
				3'b000 : op = ip1+ip2;
				3'b001 : op = ip1-ip2;
				3'b010 : op = ip1^ip2;
				3'b011 : op = ip1|ip2;
				3'b100 : op = ip1&ip2;
				3'b101 : op = ~(ip1|ip2);
				3'b110 : op = ~(ip1&ip2);
				3'b111 : op = ~(ip1^ip2);
			endcase
		end
 endmodule
  module even_parity(input [3:0] inp,output otp);
   assign otp = inp[0]^inp[1]^inp[2]^inp[3];
  endmodule
module pipeline(input [7:0] inst,input [3:0] A,input [3:0] B,output [3:0] Aluout,output parity);
   wire [2:0] opcode;
   encd e(inst,opcode);
   alu a(A,B,Aluout,opcode);
   even_parity ep(Aluout,parity);
endmodule
	module tb_pipeline();
		reg [7:0] fncode;
		reg [3:0] srcA, srcB;
		wire parity;
		wire [3:0] aluOut;
		pipeline pc(fncode, srcA, srcB,aluOut, parity);
		initial begin
					fncode = 8'b00000001;
					srcA   = 4'b0001;
					srcB   = 4'b0001;
			#100	fncode = 8'b00000010;
			#200	fncode = 8'b00000100;
			#300	fncode = 8'b00001000;
			#400	fncode = 8'b00010000;
			#500	fncode = 8'b00100000;
			#600	fncode = 8'b01000000;
			#700	fncode = 8'b10000000;
			#10 	$display("");
			#100	fncode = 8'b00000001;
					srcA   = 4'b0101;
					srcB   = 4'b1010;
			#100	fncode = 8'b00000010;
			#200	fncode = 8'b00000100;
			#300	fncode = 8'b00001000;
			#400	fncode = 8'b00010000;
			#500	fncode = 8'b00100000;
			#600	fncode = 8'b01000000;
			#700	fncode = 8'b10000000;
		end
		initial begin
			$monitor( "fncode : %b ",fncode, " srcA: %b ", srcA," srcB: %b ", srcB, " aluOut: %b ",aluOut, " parity: %b ", parity  );
		end
	endmodule
```
`flow/run.sh`:
```
#!/bin/bash
# OpenROAD 26Q1-2900-gdf79404cd8, Yosys 0.63+post, stock flow scripts
make -C /OpenROAD-flow-scripts/flow DESIGN_CONFIG=/design/flow/config.mk WORK_HOME=/design/flow/orfs finish
```
`flow/config.mk`:
```
export PLATFORM = sky130hd
export DESIGN_NAME = pipeline
export DESIGN_NICKNAME = pipeline
export VERILOG_FILES = /design/flow/design.v
export SDC_FILE = /design/flow/constraint.sdc
export NUM_CORES = 4
export LEC_CHECK = 1
export CORE_AREA = 10 10 75 75
export DIE_AREA = 0 0 85 85
```
`flow/constraint.sdc`:
```
current_design pipeline

set clk_period 4.5
set clk_io_pct 0.2

create_clock -name clk0 -period $clk_period

set non_clock_inputs [all_inputs -no_clocks]
set_input_delay [expr $clk_period * $clk_io_pct] -clock clk0 $non_clock_inputs
set_output_delay [expr $clk_period * $clk_io_pct] -clock clk0 [all_outputs]
```
==> summary.txt <==
fresh numbers from the pnr run: status=finished, final reports clean, peak supply drop=0.02895 mV, GRT Overall Usage=5.457%, Avg Vias per Cell=4.135, area leader, netlist=sky130_fd_sc_hd__ha_1, area of the mapped netlist=628.1 µm², count of instantiated cells in the yosys netlist=81, Final Slew Violations=0, number of ports placed on the die boundary=21, number of warnings reported in the yosys synthesis log=1, total setup violations reported at the end of the flow=0, ranking of synthesized cells by instance count=sky130_fd_sc_hd__ha_1, sky130_fd_sc_hd__inv_1, sky130_fd_sc_hd__nand2_1, sky130_fd_sc_hd__xnor2_1, Startpoint Class=primary input, antenna cells=0, delay of the slowest cell on the worst path=0.42 ns, worst path bufs/invs=4, Iter 0 DRT Violations=38, length of the first detailed-routing pass in iterations=4, total area of sequential cells=0 µm², post-detailed-placement half-perimeter wirelength=1.629 mm, Critical Path End Type=primary output, wire per inst=10.83 µm, worst slack on hold paths=2.649 ns, type of the worst setup path=in -> out, Top Family by Delay on Critical Path=buffers and inverters, highest achievable clock rate=0.2317 GHz, site row count=23, total cell area reported by yosys after synthesis=628.1 µm², flop count=0, number of input and output port buffers inserted=20, post-detailed-routing wire length=2.004 mm, last weighted congestion value of the routability-driven placer=0.8635, critical path's slowest cell=sky130_fd_sc_hd__xnor3_1, power consumption=0.0001210 W, vertical die dimension=85 µm, worst-path cell chain=buf_2 -> buf_6 -> nor4_4 -> nor2_4 -> mux2i_2 -> buf_4 -> ha_1 -> a21o_1 -> a21oi_2 -> xnor2_1 -> a31oi_2 -> xnor3_1 -> clkdlybuf4s15_1, fraction of layout instances using a drive strength above 1=42.96%, Post-DP Area=1026 µm², worst-margin pin slew=0.3522 ns, first-pass GRT wire length=3.581 mm, overall die area=7225 µm², GRT overflow=0, Final Critical Period=4.317 ns, Util after Layout=29.42%, CORE AREA=4058 µm², pre-placement core utilization=15.48%, biggest fanout along the worst timing path=5, vias in the first global route=804, tally of unique sky130hd cells used after synthesis=32, number of nets with antenna violations after routing=0, Crit path depth=13, final-report hold violation count=0, remaining max-slew budget at the tightest pin=76.32%, unrepaired setup endpoints after global routing=no, hold crit path type=in -> out, Hold Crit Depth=5, post-route fraction of the period consumed by the critical path=95.92%, portion of synthesized cell area occupied by the leading cell type=23.90%, Filler cells=424, fin area=1194 µm², power density over the cells=101.4 nW/µm², number of antenna violations at the first check in global routing=0, vias post-DR=765, final-layout clock buffer total=0, Main area contributors=sky130_fd_sc_hd__ha_1, sky130_fd_sc_hd__xnor2_1, sky130_fd_sc_hd__inv_1, largest net degree at the start of global routing=10, die span in x=85 µm, signed area change from the synthesized netlist to the final layout=90.04%, leakage component of the power=0.5837 nW, total of max-cap violations=0, required time of the critical path=3.60 ns, number of OpenROAD warnings=38, Synth top cell by count=sky130_fd_sc_hd__ha_1, arrival time at the worst endpoint=3.42 ns, register area share after synthesis=0%, drt drc=0, number of hold buffers added after CTS=0, synthesized instance count=81, average footprint of a synthesized cell=7.754 µm²
-- path summary, 6_finish.rpt --
| check | slack (ns) | from | to |
|---|---|---|---|
| worst max-delay path | 0.18 | inst[7] | parity |
| worst min-delay path | 2.65 | inst[6] | Aluout[3] |
-- cell families (layout without fill, tap and decap cells) --
family / count (synthesis) / after routing / share of synthesized area (%)
XOR/XNOR: 8 / 8 / 13.35
buffers and inverters: 13 / 67 / 7.769
AND/OR/NAND/NOR: 20 / 20 / 19.72
AND-OR/OR-AND: 24 / 24 / 27.29
multiplexers: 3 / 3 / 4.781
adder cells (fa/ha/maj): 13 / 13 / 27.09
-- stage by stage --
step	setup slack (ns)	TNS, ns	instances
after floorplan	0.4375	0	81
after global placement	-0.4345	-0.7924	168
after detailed placement	-0.4724	-0.9283	168
after CTS	0.01650	0	183
after global routing	0.008057	0	185
final	0.1834	0	185
-- layout by cell type, fill, tap and decap left out, types with 2 or more instances in the layout --
cell type / count
sky130_fd_sc_hd__buf_4: 35
sky130_fd_sc_hd__ha_1: 11
sky130_fd_sc_hd__clkdlybuf4s50_1: 9
sky130_fd_sc_hd__inv_1: 7
sky130_fd_sc_hd__xnor2_1: 6
sky130_fd_sc_hd__nand2_1: 5
sky130_fd_sc_hd__dlymetal6s2s_1: 5
sky130_fd_sc_hd__inv_2: 4
sky130_fd_sc_hd__a21oi_1: 4
sky130_fd_sc_hd__o211ai_1: 4
sky130_fd_sc_hd__clkbuf_2: 4
sky130_fd_sc_hd__nor4_4: 2
sky130_fd_sc_hd__nor2_2: 2
sky130_fd_sc_hd__nor2_1: 2
sky130_fd_sc_hd__o21ai_0: 2
sky130_fd_sc_hd__or4_1: 2
sky130_fd_sc_hd__mux2i_1: 2
sky130_fd_sc_hd__nand3_1: 2
-- layer usage --
metal	wire length, µm	global-route usage (%)
met3	155	1.541
met1	1014	7.541
met4	0	0
met5	0	0
met2	834	8.719
-- cell type report --
cell class	count	area (µm²)	area share, %
inverters	11	41.29	3.459
multi-input cells	68	628.1	52.62
well taps	50	62.56	5.241
repair buffers	56	461.7	38.68
-- where the power goes --
group | leakage, nW | total (W) | switching [W] | internal [W]
registers | 0 | 0 | 0 | 0
logic | 0.584 | 0.000121 | 0.0000483 | 0.0000727
clock network | 0 | 0 | 0 | 0
-- what timing repair did --
item,CTS,global route
buffers inserted,15,2
pin swaps,8,9
endpoints found under the setup margin,4,3
resized,12,24
Power figures rest on the tool's default switching activity, not on a simulated workload.
