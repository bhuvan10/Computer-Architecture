==> flow/design.v <==
	module mainController(
		input [5:0] opcode ,
		input [3:0] state,
		output PCWrite ,
		output PCWriteCond,
		output IorD,
		output MemRead,
		output MemWrite,
		output IRWrite,
		output MemToReg,
		output PCSource1,
		output PCSource0,
		output ALUOp1,
		output ALUOp0,
		output ALUSrcB1,
		output ALUSrcB0,
		output ALUSrcA,
		output RegWrite,
		output RegDst,
		output [3:0] NS);
		wire [16:0] ands;
		assign ands[0] = ((~state[0]) & (~state[1]) & (~state[2]) & (~state[3]) );
		assign ands[1] = ((state[0]) & (~state[1]) & (~state[2]) & (~state[3]) );
		assign ands[2] = ((~state[0]) & (state[1]) & (~state[2]) & (~state[3]) );
		assign ands[3] = ((state[0]) & (state[1]) & (~state[2]) & (~state[3]) );
		assign ands[4] = ((~state[0]) & (~state[1]) & (state[2]) & (~state[3]) );
		assign ands[5] = ((state[0]) & (~state[1]) & (state[2]) & (~state[3]) );
		assign ands[6] = ((~state[0]) & (state[1]) & (state[2]) & (~state[3]) );
		assign ands[7] = ((state[0]) & (state[1]) & (state[2]) & (~state[3]) );
		assign ands[8] = ((~state[0]) & (~state[1]) & (~state[2]) & (state[3]) );
		assign ands[9] = ((state[0]) & (~state[1]) & (~state[2]) & (state[3]) );
		assign ands[10] = ((state[0]) & (~state[1]) & (~state[2]) & (~state[3]) & (~opcode[0]) & (opcode[1]) & (~opcode[2]) & (~opcode[3]) & (~opcode[4]) & (~opcode[5]) );
		assign ands[11] = ((state[0]) & (~state[1]) & (~state[2]) & (~state[3]) & (~opcode[0]) & (~opcode[1]) & (opcode[2]) & (~opcode[3]) & (~opcode[4]) & (~opcode[5]) );
		assign ands[12] = ((state[0]) & (~state[1]) & (~state[2]) & (~state[3]) & (~opcode[0]) & (~opcode[1]) & (~opcode[2]) & (~opcode[3]) & (~opcode[4]) & (~opcode[5]) );
		assign ands[13] = ((~state[0]) & (state[1]) & (~state[2]) & (~state[3]) & (opcode[0]) & (opcode[1]) & (~opcode[2]) & (opcode[3]) & (~opcode[4]) & (opcode[5]) );
		assign ands[14] = ((state[0]) & (~state[1]) & (~state[2]) & (~state[3]) & (opcode[0]) & (opcode[1]) & (~opcode[2]) & (~opcode[3]) & (~opcode[4]) & (opcode[5]) );
		assign ands[15] = ((state[0]) & (~state[1]) & (~state[2]) & (~state[3]) & (opcode[0]) & (opcode[1]) & (~opcode[2]) & (opcode[3]) & (~opcode[4]) & (opcode[5]) );
		assign ands[16] = ((~state[0]) & (state[1]) & (~state[2]) & (~state[3]) & (opcode[0]) & (opcode[1]) & (~opcode[2]) & (~opcode[3]) & (~opcode[4]) & (opcode[5]) );
		assign PCWrite = ands[0] | ands[9];
		assign PCWriteCond = ands[8];
		assign IorD = ands[3] | ands[5];
		assign MemRead = ands[0] | ands[3];
		assign MemWrite = ands[5];
		assign IRWrite = ands[0];
		assign MemToReg = ands[4];
		assign PCSource1 = ands[9] ;
		assign PCSource0 = ands[8];
		assign ALUOp1 = ands[6];
		assign ALUOp0 = ands[8];
		assign ALUSrcB1 = ands[1] | ands[2];
		assign ALUSrcB0 = ands[0] | ands[1]; 
		assign ALUSrcA = ands[2] | ands[6] | ands[8] ;
		assign RegWrite = ands[4] | ands[7] ;
		assign RegDst = ands[7] ;
		assign NS[3] = ands[10] | ands[11] ;
		assign NS[2] = ands[12] | ands[13] | ands[3] | ands[6] ;
		assign NS[1] = ands[12] | ands[14] | ands[15] | ands[16] | ands[6] ;
		assign NS[0] = ands[16] | ands[13] | ands[10] | ands[6] | ands[0] ;
	endmodule
module tb_mc();
	reg [5:0] opcode;
	reg [3:0] state;
	wire PCWrite ;
	wire PCWriteCond;
	wire IorD;
	wire MemRead;
	wire MemWrite;
	wire IRWrite;
	wire MemToReg;
	wire PCSource1;
	wire PCSource0;
	wire ALUOp1;
	wire ALUOp0;
	wire ALUSrcB1;
	wire ALUSrcB0;
	wire ALUSrcA;
	wire RegWrite;
	wire RegDst;
	wire [3:0] NS;
	mainController mc(opcode, state, PCWrite , PCWriteCond, IorD, MemRead, MemWrite, IRWrite, MemToReg, PCSource1, PCSource0, ALUOp1, ALUOp0, ALUSrcB1, ALUSrcB0, ALUSrcA, RegWrite, RegDst, NS );
	initial 
		$monitor("opcode: %b ",opcode,"state: %b ",state," PCWrite: %b ", PCWrite ,"PCWriteCond : %b ", PCWriteCond,"IorD: %b ", IorD," MemRead: %b ", MemRead," MemWrite: %b ", MemWrite," IRWrite: %b ", IRWrite," MemToReg: %b ", MemToReg," PCSource1: %b ", PCSource1," PCSource0: %b ", PCSource0," ALUOp1: %b ", ALUOp1," ALUOp0: %b", ALUOp0, " ALUSrcB1: %b ", ALUSrcB1," ALUSrcB0 : %b ", ALUSrcB0," ALUSrcA: %b ", ALUSrcA," RegWrite: %b ", RegWrite," RegDst: %b ", RegDst," NS: %b", NS );
	initial begin
		state = 4'b0000;
		#5 state = 4'b0001;
		#10 opcode = 6'h23;
		#15 state = 4'b0010;
	end
endmodule
==> flow/run.sh <==
#!/bin/bash
# OpenROAD 26Q1-2900-gdf79404cd8, Yosys 0.63+post, stock flow scripts
make -C /OpenROAD-flow-scripts/flow DESIGN_CONFIG=/design/flow/config.mk WORK_HOME=/design/flow/orfs finish
==> flow/config.mk <==
export PLATFORM = sky130hd
export DESIGN_NAME = mainController
export DESIGN_NICKNAME = mainController
export VERILOG_FILES = /design/flow/design.v
export SDC_FILE = /design/flow/constraint.sdc
export NUM_CORES = 4
export LEC_CHECK = 1
export CORE_AREA = 10 10 70 70
export DIE_AREA = 0 0 80 80
==> flow/constraint.sdc <==
current_design mainController

set clk_period 2.3
set clk_io_pct 0.2

create_clock -name clk0 -period $clk_period

set non_clock_inputs [all_inputs -no_clocks]
set_input_delay [expr $clk_period * $clk_io_pct] -clock clk0 $non_clock_inputs
set_output_delay [expr $clk_period * $clk_io_pct] -clock clk0 [all_outputs]
==> impl_results.rst <==
Flow metrics
------------

.. list-table::
   :header-rows: 1

   * - Metric
     - Value
   * - Status
     - finished, final reports clean
   * - Fmax
     - 452.4 MHz
   * - Tally of unique sky130hd cells used after synthesis
     - 27
   * - Row count
     - 21
   * - Finished layout cell area
     - 802.0 sq um
   * - Leading cell type by number of instances after synthesis
     - sky130_fd_sc_hd__nor2_1
   * - Detailed Place HPWL
     - 1307 um
   * - Relative slew slack
     - 80.04%
   * - Overall Global Routing Usage
     - 4.434%
   * - Post-place instance area
     - 754.5 sq um
   * - Sequential Area
     - 0 sq um
   * - Data required time of the critical path
     - 1.84 ns
   * - Kind of cell adding the most delay to the critical path
     - buffers and inverters
   * - Leakage Power
     - 0.3377 nW
   * - Horizontal extent of the die
     - 80 um
   * - Cells along the critical path
     - clkdlybuf4s15_1, buf_4, and2b_1, nand3_1, nor2_1, clkdlybuf4s50_1
   * - Die outline area
     - 6400 sq um
   * - Chip area in the Yosys report
     - 329.1 sq um
   * - Main area contributors
     - sky130_fd_sc_hd__buf_4 9.1%, sky130_fd_sc_hd__nor2_1 9.1%, sky130_fd_sc_hd__nor3_2 6.1%, sky130_fd_sc_hd__nand2b_1 5.7%, sky130_fd_sc_hd__xnor2_1 5.3%
   * - Count of sequential standard cells
     - 0
   * - Largest vdd supply drop
     - 27.12 uV
   * - Kind of launch point of the worst setup path
     - input port
   * - Number of detailed-routing iterations run before antenna repair
     - 2
   * - Synthesis warning total
     - 0
   * - Summed instance area of the synthesized netlist
     - 329.1 sq um
   * - Via count of the first global-routing pass
     - 510
   * - Total negative setup slack
     - 0 ns
   * - Final number of setup-violating endpoints
     - 0
   * - Classification of the worst-slack hold path
     - input port to output port
   * - Crit path capture type
     - output port
   * - Total buffers and inverters traversed by the critical path
     - 3
   * - Final Hold Violation Tally
     - 0
   * - Synth-to-Final Area Change
     - 143.7%
   * - Average instance area after synthesis
     - 7.154 sq um
   * - Remaining DRCs
     - 0
   * - Final core utilization
     - 23.48%
   * - Time the final worst path needs with I/O delays and setup
     - 2.211 ns
   * - Post-detailed-routing wire length
     - 1490 um
   * - Unrepaired setup endpoints after global routing
     - no
   * - WHS Path Cells
     - 3
   * - Tightest Pin Transition
     - 0.2972 ns
   * - Overflow after GRT
     - 0
   * - Synth cell count leaders
     - 8 x sky130_fd_sc_hd__nor2_1, 4 x sky130_fd_sc_hd__buf_4, 3 x sky130_fd_sc_hd__nand2b_1
   * - Number of antenna violations at the first check in global routing
     - 0
   * - WHS Endpoint
     - NS[0]
   * - OpenROAD warning count
     - 32
   * - Total of buffers placed on input and output ports
     - 30
   * - Post-detailed-route wirelength per cell
     - 11.12 um
   * - Number of clock buffers in the layout
     - 0
   * - Iteration-0 DRC count of the detailed router
     - 9
   * - Count of pins on the block boundary
     - 30
   * - Routed Antenna Nets
     - 0
   * - Power per cell area
     - 132.1 nW/um^2
   * - Pins Over Slew Limit
     - 0
   * - Dpl ws
     - -0.3652 ns
   * - Dominant cell type by area after synthesis
     - sky130_fd_sc_hd__buf_4
   * - Path type of the worst setup path
     - input port to output port
   * - Fin worst setup slack
     - 0.08933 ns
   * - Via Count
     - 481
   * - DIE HEIGHT
     - 80 um
   * - Vias/cell
     - 3.590
   * - Master of the slowest instance on the critical path
     - sky130_fd_sc_hd__clkdlybuf4s50_1
   * - Core Density at Floorplan
     - 9.634%
   * - Global-route wire length before repair
     - 2359 um
   * - Max-cap violations
     - 0
   * - Endpoint arrival time on the critical path
     - 1.75 ns
   * - Layout filler cell count
     - 380
   * - Fraction of final layout cells with drive strength greater than 1
     - 37.50%
   * - Power Total
     - 0.0001059 W
   * - Post-Syn Instances
     - 46
   * - Final Cycle Share
     - 96.12%
   * - Share of the synthesized area in the top cell type
     - 9.125%
   * - Number of cells in the yosys synthesis report
     - 46
   * - Worst Path Max Fanout
     - 4
   * - Standard cell core area
     - 3416 sq um
   * - Largest stage delay, worst path
     - 0.47 ns
   * - Total inserted antenna cells
     - 0
   * - Largest net degree at the start of global routing
     - 9
   * - Seq/Total Area, Yosys
     - 0%
   * - Critical hold path startpoint
     - state[0]
   * - Last weighted congestion value of the routability-driven placer
     - 0.7608
==> layout make-up <==
type | instances | area, sq um | area share (%)
inverter | 1 | 3.754 | 0.4680
multi-input combinational | 41 | 331.6 | 41.34
tap | 46 | 57.56 | 7.176
timing repair buffer | 46 | 409.1 | 51.01
==> power by group <==
group	total [W]	switching, W	internal [W]	leakage, nW
Sequential	0	0	0	0
Clock	0	0	0	0
Combinational	0.000106	0.0000413	0.0000646	0.338
==> cell families (layout without fill, tap and decap cells) <==
group	Yosys count	count (layout)	synth area share, %
muxes	1	1	3.422
and+or+nand+nor	31	31	60.47
xor gates and xnor gates	3	3	7.986
buffers and inverters	5	47	10.27
AOI/OAI and AO/OA	6	6	17.87
==> worst max-delay path by stage <==
stage | start | to | slack (ns) | depth (start not counted)
CTS | state[0] | ALUSrcB1 | 0.01 | 5
global route | state[1] | ALUSrcA | 0.006 | 5
finish | state[1] | NS[3] | 0.09 | 6
==> cell usage in the layout, fill, tap and decap left out, drive strengths merged, types with 2 or more instances in the layout <==
cell type | netlist | final
clkbuf | 0 | 2
nor2 | 8 | 8
or2 | 3 | 3
nand2b | 3 | 3
dlygate4sd2 | 0 | 7
nor3 | 5 | 5
nand3 | 2 | 2
nand2 | 2 | 2
clkdlybuf4s50 | 0 | 18
o21ai | 2 | 2
buf | 4 | 16
xnor2 | 2 | 2
clkdlybuf4s15 | 0 | 2
nor2b | 2 | 2
==> per-layer routing <==
metal  routed length [um]  vias to the layer above  track usage (%)  share of wire (%)
li1                     -                      250                -                  -
met1                  526                      220            4.551                 35
met2                  809                       11            8.587                 54
met3                  153                        0            1.818                 10
met4                    0                        0                0                  0
met5                    0                        -                0                  0
==> what timing repair did <==
action                                  CTS  global route
setup buffers                             1             2
hold buffers                              0             0
pin swaps                                 5             1
endpoints found under the setup margin   20             9
gates resized                            20             7
==> tightest hold or removal path: cells and delay by family <==
family	cells	cell delay [ns]
buf+inv	2	0.39
compound gates	1	0.07
==> through the flow <==
stage          hold WS [ns]  cells
2_1_floorplan        0.9341     46
3_3_place_gp          1.962    131
3_5_place_dp          1.976    131
4_1_cts               1.603    132
5_1_grt               1.433    134
6_report              1.386    134
Power and IR drop assume default switching activity.
